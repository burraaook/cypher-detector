### ./config.mk
export PLATFORM = sky130hd
export DESIGN_NAME = cypher_detector
export DESIGN_NICKNAME = cypher_detector
export VERILOG_FILES = /design/flow/design.v
export SDC_FILE = /design/flow/constraint.sdc
export NUM_CORES = 4
export LEC_CHECK = 1
export CORE_AREA = 10 10 95 95
export DIE_AREA = 0 0 105 105
### ./constraint.sdc
current_design cypher_detector

set clk_period 5.6
set clk_io_pct 0.2

create_clock -name clk0 -period $clk_period [get_ports {clock}]

set non_clock_inputs [all_inputs -no_clocks]
set_input_delay [expr $clk_period * $clk_io_pct] -clock clk0 $non_clock_inputs
set_output_delay [expr $clk_period * $clk_io_pct] -clock clk0 [all_outputs]
### ./design.v
module control(
input read,
input stop,
input reset,
input clock,
output reg sl_res,
output reg sl_op);
reg [1:0] current_state, next_state;
always @ (posedge clock) begin
	if(reset)
		current_state <= 2'b11;
	else
		current_state <= next_state;
end
always @ (*) begin
	case (current_state)
		2'b00: 
		begin
			if(read)
				next_state = 2'b01;
			else
				next_state = 2'b00;		
		end
		2'b01:
		begin
			if(stop)
				next_state = 2'b10;
			else
				next_state = 2'b01;
		end
		2'b10:
		begin
			if(reset)
				next_state = 2'b11;
			else
				next_state = 2'b10;
		end
		2'b11:
		begin
			next_state = 2'b00;
		end
	endcase
end
always @(*) begin
	sl_res = 1'b0;
	sl_op = 1'b0;
	case(current_state)
		2'b00:
		begin
			if(read)
				sl_op = 1'b1;
		end
		2'b01:
		begin
			if(~stop)
				sl_op = 1'b1;
		end
		2'b11:
		begin
			sl_res = 1'b1;
		end
	endcase
end
endmodule
module cypher_detector(
	input [15:0] cypher,
	input [3:0] num,
	input read,
	input clock,
	input reset,
	output [7:0] sum,
	output right
);
wire sl_res, sl_op, stop;
wire [7:0] w_sum;
assign sum = w_sum;
assign right = stop;
datapath db(
	.sl_res(sl_res),
	.sl_op(sl_op),
	.clock(clock),
	.cypher(cypher),
	.num(num),
	.stop(stop),
	.sum(w_sum)
);
control cntrl(
	.read(read),
	.stop(stop),
	.reset(reset),
	.clock(clock),
	.sl_res(sl_res),
	.sl_op(sl_op)
);
endmodule
module datapath(
	input sl_res,
	input sl_op,
	input clock,
	input [15:0] cypher,
	input [3:0] num,
	output stop,
	output [7:0] sum);
	reg [15:0] reg_4bits;
	reg [7:0] reg_sum;
	wire [7:0] n_sum;
	wire [15:0] n_4bits;
	wire [7:0] w_sum;
	wire [15:0] w_4bits;
	assign n_sum = {4'b0, num} + reg_sum;
	assign n_4bits = {reg_4bits[11:0], num};
	assign w_sum = sl_res ? 8'b0:(sl_op ? n_sum: reg_sum);
	assign w_4bits = sl_res ? 16'b0:(sl_op ? n_4bits: reg_4bits);
	assign stop = {reg_4bits[3:0], reg_4bits[7:4], reg_4bits[11:8], reg_4bits[15:12]} == cypher;
	assign sum = reg_sum;
	initial begin
		reg_4bits = 0;
		reg_sum = 0;
	end
	always @ (posedge clock) begin
			reg_sum <= w_sum;
			reg_4bits <= w_4bits;		
	end
endmodule
### ./run.sh
#!/bin/bash
# OpenROAD 26Q1-2900-gdf79404cd8, Yosys 0.63+post, stock flow scripts
make -C /OpenROAD-flow-scripts/flow DESIGN_CONFIG=/design/flow/config.mk WORK_HOME=/design/flow/orfs finish
==> Changelog: implementation <==
### Metrics

* Worst Clk Skew at approximately 0.0032 ns
* Routed metal-1 wirelength at approximately 1.9 mm
* Critical Path Start Type: input port
* Max_cap viols at 0
* Post-CTS resize count at 0
* Yosys top cell by instances: dfxtp_1
* Residual DRC at 0
* Crit end category: output port
* Crit Path Category: input port to output port
* Final hold vios at 0
* Final RePlAce weighted congestion at a little under 0.8
* Die height at between 100 and 150 um
* Clk buf depth at 2
* CTS Root Cell: clkbuf_8
* CP cell instances: clkdlybuf4s50_1, xnor2_1, nand4_1, nor4_1, clkdlybuf4s50_1
* CTS H-tree lvls at 1
* Total track usage at under 10%
* CTS clk-pin slew, worst paths at around 0.10 ns
* Vias at roughly 1,200
* Initial antenna violation count at 0
* Setup Fix Bufs, Post-CTS at 0
* Crit path DRT at 4.48 ns
* Antenna Cells at 0
* Ys flops at 27
* Cell type with the largest total area: dfxtp_1
* Share of layout cells above drive strength 1 at around 5.3%
* Late-Pin Clk Latency at roughly 0.27 ns
* Core area at slightly below 0.007 mm^2
* WL per Instance at approximately 13 um
* Met2 WL at 1.52 mm
* Slew @ Worst Pin at between 0.8 and 0.9 ns
* Top cells by area: dfxtp_1 39%, xnor2_1 11%, a21oi_1 7.9%, o21ai_1 7.2%, nand3_1 6.8%
* Final wirelength at ~3.6 mm
* WHS at around 0.48 ns
* Post-CTS Hold Buffers at 0
* Slew HR at 43.4%
* Leak at between 0.0005 and 0.0006 uW
* Data arrival time of the worst path at 2.79 ns
* Post-route setup slack at 1.69 ns
* PortBufs at 31
* Most frequent CP cell: clkdlybuf4s50_1
* Pin count of the biggest net entering global routing at 30
* Pwr Total at slightly below 400 uW
* Slowest stage delay, CP at 0.51 ns
* First-pass GRT wire length at 6.09 mm
* Row cnt at 30
* Init Core Util at about 20%
* Ys async rst share at 0%
* R2r setup slk at approximately 3.4 ns
* Crit path time final at 3.91 ns
* Unrepaired setup endpoints after global routing: no
* Largest fanout on the critical path at 3
* Vias per cell at 4.27
* Cts bufs inserted at 3
* Gr ovfl total at 0
* Clock tree from TritonCTS: done
* VDD IR-drop max at between 100 and 150 uV
* Vias in the first global route at between 1,000 and 1,500
* Synth warnings at 2
* Num Clock Sinks at 27
* DIE WIDTH at ~110 um
* Commonest cells post-synth: 27 x dfxtp_1, 22 x a21oi_1, 20 x o21ai_1
* Pwr Density at about 210 mW/mm^2
* CP max stage cell: clkdlybuf4s50_1
* Dominant cell area share at between 30% and 40%
* Worst Hold Class: flop to flop
* Cell count after synthesis at 162
* Status: finished, final reports clean
* Post-synthesis sequential area ratio at between 30% and 40%
* Cell Type Count at 31
* Cell Area, Synth at between 0.001 and 0.0015 mm^2
* Chip area line of the yosys report at ~0.0014 mm^2
* Max Clock Freq at about 260 MHz
* Dpl ws at 1.66 ns
* Die ar. at 0.0110 mm^2
* Cycle use final at 69.7%
* Ys flop type: dfxtp_1
* Log Warnings at 25
* WL met3 at roughly 210 um
* Uppermost layer routed: met4
* Routed Antenna Nets at 0
* DR iter-0 viols at around 53
* Num ports at 32
* Endpoints failing setup at 0
* # Cells Yosys at 162
* EDFF count, synth at 0
* Area growth, synth to finish at 32.7%
* Setup TNS at 0 ns
* DRT Pass-1 Iters at 4
* Syn_area_per_cell at roughly 8.6 um^2
* Slew Limit Fails at 0
* Dpl hpwl at 2.64 mm
-- flip-flops by register name (all words and copies together), names as in the netlist --
name / flops
db.reg_sum: 8
db.reg_4bits: 16
cntrl.current_state: 3
-- path summary, 6_finish.rpt --
check / startpoint / to / depth (start not counted)
worst max-delay path: cypher[6] / right / 5
worst min-delay path: db.reg_4bits[13]$_SDFFE_PP0P_ / db.reg_4bits[13]$_SDFFE_PP0P_ / 2
worst max register to register: db.reg_sum[0]$_SDFFE_PP0P_ / db.reg_sum[6]$_SDFFE_PP0P_ / 8
worst min register to register: db.reg_4bits[13]$_SDFFE_PP0P_ / db.reg_4bits[13]$_SDFFE_PP0P_ / 2
-- cells by family (layout without fill, tap and decap cells) --
family          count (synthesis)  count (layout)  synth area share [%]
buf+inv                        17              44                  4.84
fa+ha+maj                       5               5                  5.02
flops                          27              27                  38.7
compound gates                 52              52                  22.7
xor+xnor                       18              18                  11.3
mux                             4               4                  3.23
simple gates                   39              39                  14.2
-- placed cells by master (no fill, tap or decap), types with 4 or more instances in the layout --
| cell | count |
|---|---|
| nor2_1 | 6 |
| nand4_1 | 4 |
| ha_1 | 4 |
| o21ai_1 | 20 |
| dfxtp_1 | 27 |
| a21oi_1 | 22 |
| nand3_1 | 19 |
| clkdlybuf4s50_1 | 31 |
| xnor2_1 | 17 |
| inv_1 | 5 |
-- area by class of cell --
cell class                 instances  area (um^2)
multi-input combinational        118          788
fill                             754         5050
sequential                        27          541
clock inverter                     1         7.51
timing repair buffer              34          333
clock buffer                       3         41.3
inverter                           6         22.5
tap                               96          120
-- power breakdown --
| group | switching (uW) | internal [uW] |
|---|---|---|
| sequential | 7.08 | 200 |
| combinational | 35.2 | 41.5 |
| clock | 62.3 | 50.5 |
-- through the flow --
step	utilization [%]	area [um^2]	instances
after CTS	26.8	1850	285
final	26.8	1850	285
after detailed placement	26.1	1800	281
after floorplan	-	1400	162
after global routing	26.8	1850	285
after global placement	26.1	1800	281
-- critical path, delay by kind of cell --
kind / cells / cell delay [ns]
and+or+nand+nor: 2 / 0.57
xor gates and xnor gates: 1 / 0.12
buffers and inverters: 2 / 0.98
-- metal layers --
layer	vias to the layer above	track usage (%)
li1	633	-
met1	556	9.39
met2	26	9.74
met3	2	2.30
met4	0	0.196
met5	-	0
No activity file was given, so power comes from the tool's default toggle rates.
